--- flow/design.v ---
module ALU(accum, pcomp, pterm, fwd, a2d_res, error, intgrl, icomp, iterm, src0sel, src1sel, multiply, sub, mult2, mult4, saturate, dst);
	input [15:0] accum, pcomp;
	input [13:0] pterm;
	input [11:0] fwd, a2d_res;
	input [2:0] src0sel, src1sel;
	input signed [11:0] error, intgrl, icomp, iterm;
	input multiply, sub, mult2, mult4, saturate;
	output signed [15:0] dst;
	wire [15:0] src1, presrc0, scaled_src0, src0, add_result,satur_add;
	wire signed [15:0] src1mult, src0mult;
	wire signed [30:0] mult_result;
	wire signed [14:0] satur_mult;
	localparam ACCUM = 3'b000;
	localparam ITERM = 3'b001;
	localparam ERROR_EXT = 3'b010;
	localparam ERROR_TOP = 3'b011;
	localparam FWD = 3'b100;
	localparam A2D_RES = 3'b000;
	localparam INTGRL_EXT = 3'b001;
	localparam ICOMP_EXT = 3'b010;
	localparam PCOMP = 3'b011;
	localparam PTERM = 3'b100;
	assign src1 = (src1sel == ACCUM) ? accum:
				  (src1sel == ITERM) ? {4'b0000, iterm}:
				  (src1sel == ERROR_EXT) ? {{4{error[11]}}, error}:
				  (src1sel == ERROR_TOP) ? {{8{error[11]}}, error[11:4]}:
				  (src1sel == FWD) ? {4'b0000, fwd}: 16'h0000;
	assign presrc0 = (src0sel == A2D_RES) ? {4'b0000,a2d_res}:
					 (src0sel == INTGRL_EXT) ? {{4{intgrl[11]}}, intgrl}:
					 (src0sel == ICOMP_EXT) ? {{4{icomp[11]}}, icomp}:
					 (src0sel == PCOMP) ? pcomp:
					 (src0sel == PTERM) ? {2'b00, pterm}: 16'h0000;
	assign scaled_src0 = mult2 ? presrc0 << 1:
						 mult4 ? presrc0 << 2: presrc0;
	assign src0 = sub ? ~scaled_src0 : scaled_src0;
	assign add_result = src0 + src1 + sub;
	assign satur_add = saturate ? ((add_result[15]) ? (&add_result[14:11]) ? add_result: 16'hF800:
								  (|add_result[14:11]) ?  16'h07FF: add_result):add_result;
	assign src1mult = src1[14:0];
	assign src0mult = src0[14:0];
	assign mult_result = src1mult * src0mult;
	assign satur_mult = (mult_result[29]) ? (&mult_result[28:26]) ? mult_result[27:12]: 16'hC000:
						(|mult_result[28:26]) ? 16'h3FFF: mult_result[27:12];
	assign dst = multiply ? {  satur_mult} : satur_add;
endmodule
--- flow/run.sh ---
#!/bin/bash
# OpenROAD 26Q1-2900-gdf79404cd8, Yosys 0.63+post, stock flow scripts
make -C /OpenROAD-flow-scripts/flow DESIGN_CONFIG=/design/flow/config.mk WORK_HOME=/design/flow/orfs finish
--- flow/config.mk ---
export PLATFORM = sky130hd
export DESIGN_NAME = ALU
export DESIGN_NICKNAME = ALU
export VERILOG_FILES = /design/flow/design.v
export SDC_FILE = /design/flow/constraint.sdc
export NUM_CORES = 4
export LEC_CHECK = 1
export CORE_UTILIZATION = 30
--- flow/constraint.sdc ---
current_design ALU

set clk_period 23.1
set clk_io_pct 0.2

create_clock -name clk0 -period $clk_period

set non_clock_inputs [all_inputs -no_clocks]
set_input_delay [expr $clk_period * $clk_io_pct] -clock clk0 $non_clock_inputs
set_output_delay [expr $clk_period * $clk_io_pct] -clock clk0 [all_outputs]
==> flow_metrics.env <==
# flow metrics
export IMPL_drt_wirelength_per_cell_um=17.8
export IMPL_clock_fmax_mhz=52.3
export IMPL_first_pass_iters=4
export IMPL_globalRouteTotalUtil_pct=20.1
export IMPL_p_int_w=0.000733
export IMPL_p_total_w=0.00182
export IMPL_power_frac_seq_pct=0
export IMPL_cp_arrival_ns=14.52
export IMPL_globalRouteOverflowTotal=0
export IMPL_setup_violations=0
export IMPL_syn_area_mm2=0.0103
export IMPL_p_leak_nw=5.91
export IMPL_vias_per_cell=5.11
export IMPL_grt_pass1_vias=9926
export IMPL_hold_path_class="in -> out"
export IMPL_io_buffer_count=145
export IMPL_postSynthCellCount=1298
export IMPL_cts_resized=0
export IMPL_cts_setup_buffers=0
export IMPL_p_sw_share_pct=59.7
export IMPL_rsz0062_at_grt="false"
export IMPL_route_detailed_drc=0
export IMPL_path_common_cell="fa_1"
export IMPL_core_area_mm2=0.0336
export IMPL_gp_congestion=0.960
export IMPL_drive_above_1_share_pct=5.18
export IMPL_start_kind="input pin"
export IMPL_cap_violations=0
export IMPL_required_ns=18.48
export IMPL_crit_type="in -> out"
export IMPL_lay_top_count="inv_1"
export IMPL_avgSynthCellArea_um2=7.93
export IMPL_rows=67
export IMPL_path_max_fanout=20
export IMPL_floorplan_core_util_pct=30.6
export IMPL_nClkBuffers=0
export IMPL_ir_worst_vdd_mv=0.166
export IMPL_logic_area_mm2=0.00914
export IMPL_die_x_um=187
export IMPL_postCtsHoldBufs=0
export IMPL_synth_seq_share_pct=0
export IMPL_slew_headroom_pct=43.4
export IMPL_die_y_um=187
export IMPL_ys_area_mm2=0.0103
export IMPL_vias=9486
export IMPL_final_cell_area_mm2=0.0122
export IMPL_fin_crit_sh_pct=82.8
export IMPL_ff_count=0
export IMPL_crit_family="adder cells"
export IMPL_grt_pass1_wl_um=53600
export IMPL_worst_path_largest_cell_delay_ns=0.89
export IMPL_cpMaxStageDelayCell="clkdlybuf4s50_1"
export IMPL_die_area_mm2=0.0351
export IMPL_fin_tns_setup_ns=0
export IMPL_path_buffers=7
export IMPL_insertedDiodeCount=0
export IMPL_layout_min_cycle_time_ns=19.14
export IMPL_pin_count=145
export IMPL_dp_cells=1858
export IMPL_p_per_area_mw_per_mm2=149
export IMPL_syn2layout_area_growth_pct=18.8
export IMPL_status="finished clean"
export IMPL_seq_area_um2=0
export IMPL_tool_warnings=32
export IMPL_dp_hpwl_um=28300
export IMPL_antenna_found_initial=0
export IMPL_fill_cells=3392
export IMPL_ys_types=88
export IMPL_clockPowerShare_pct=0
export IMPL_finalWirelength_um=33000
export IMPL_slew_viol_final=0
export IMPL_pwr_share_comb_pct=100.0
export IMPL_ys_cells=1298
export IMPL_drt_antenna_violating_nets=0
export IMPL_hold_violations=0
export IMPL_layout_cells_non_filler=1858
export IMPL_placed_area_mm2=0.0122
export IMPL_grt_max_degree=35
export IMPL_cp_end_kind="primary output"
export IMPL_drtIter0Drc=442
export IMPL_yosysWarningCount=0
export IMPL_p_sw_w=0.00109
export IMPL_max_slew_worst_pin_slew_ns=0.843
export IMPL_final_cell_mix="inv_1, fa_1, nor2_1"
[per-stage QoR]
stage / worst slack [ns] / utilization (%) / hold WS, ns
floorplan: 6.22 / - / 9.37
global placement: 4.17 / 36.4 / 10.40
detailed placement: 4.09 / 36.4 / 10.39
CTS: 4.05 / 36.4 / 10.40
global route: 3.15 / 36.4 / 10.45
finish: 3.96 / 36.4 / 10.40
[cell usage after synthesis, types with 4 or more instances]
master      n  area (um^2)
ha_1      105         1310
nand2b_1    7         43.8
and2_1     15         93.8
o22ai_1    12         75.1
a211oi_1   10         75.1
mux2_2     14          158
nand3_1     8         40.0
o21bai_1    4         30.0
o21ai_0    25          125
fa_1      167         3340
nor3_1     12         60.1
nor2b_1    11         68.8
and3_1     10         62.6
nand3b_1    5         37.5
xor2_1     27          236
a21oi_1    59          295
o211ai_2    9          113
buf_4       4         30.0
a21o_1     29          218
o21a_1     13         97.6
nor4_1      4         25.0
clkinv_1    6         22.5
clkbuf_1   36          135
o211ai_1    9         67.6
inv_1     234          878
buf_1       6         22.5
buf_2       9         45.0
xnor2_1    21          184
nand2_1   123          462
nand4_1     5         31.3
a22oi_1    29          218
a211o_1     4         35.0
or4_1       4         30.0
mux2i_1    17          170
o22a_1     10         87.6
a21boi_0    4         30.0
nor2_1    158          593
[kinds of logic after synthesis]
family / share of synthesized area (%)
compound gates: 19.3
xor+xnor: 4.24
fa+ha+maj: 45.2
buf+inv: 11.2
mux: 3.29
simple gates: 16.7
[worst paths after layout]
kind / startpoint / endpoint / slack (ns) / cells past startpoint
hold / removal: saturate / dst[11] / 10.40 / 4
setup / recovery: src0sel[2] / dst[0] / 3.96 / 31
[power groups by stage]
stage	registers (W)	clock network, W	logic, W
after CTS	0	0	0.00181
after global routing	0	0	0.00203
final	0	0	0.00182
[layer usage]
layer | wire length, um | share of wire [%] | GRT usage (%) | vias to the layer above
met5 | 0 | 0 | 0 | -
met4 | 776 | 2.4 | 3.85 | 0
met3 | 3330 | 10 | 7.55 | 53
met2 | 14000 | 43 | 29.6 | 416
met1 | 14800 | 45 | 28.7 | 4528
li1 | - | - | - | 4489
[layout make-up]
type / instances / share of cell area, %
Tap cell: 448 / 4.58
Multi-Input combinational cell: 1001 / 74.7
Timing Repair Buffer: 169 / 13.3
Inverter: 240 / 7.36
