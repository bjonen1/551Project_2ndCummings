==> design/flow/config.mk <==
export PLATFORM = sky130hd
export DESIGN_NAME = barcode
export DESIGN_NICKNAME = barcode
export VERILOG_FILES = /design/flow/design.v
export SDC_FILE = /design/flow/constraint.sdc
export NUM_CORES = 4
export LEC_CHECK = 1
export CORE_UTILIZATION = 50
==> design/flow/constraint.sdc <==
current_design barcode

set clk_period 6.9
set clk_io_pct 0.2

create_clock -name clk0 -period $clk_period [get_ports {clk}]

set non_clock_inputs [all_inputs -no_clocks]
set_input_delay [expr $clk_period * $clk_io_pct] -clock clk0 $non_clock_inputs
set_output_delay [expr $clk_period * $clk_io_pct] -clock clk0 [all_outputs]
==> design/flow/design.v <==
module barcode(clk, rst_n, BC, clr_ID_vld, ID_vld, ID);
	input clk, rst_n, BC, clr_ID_vld;
	output reg ID_vld;
	output reg [7:0] ID;
	reg [21:0] startCnt, sampCnt;
	reg [3:0] bitCnt;
	reg BC_filtered, BC1, BC2, BC3, BC4, count_samp;
	logic rst_count_start, count_start, rst_samp_cnt, samp_cnt_start, rst_bit_cnt, shift, set_ID_vld;
	typedef enum reg[1:0] {IDLE, STARTED, RCV} state_t;
	state_t state, nxt_state;
	always_ff @(posedge clk, negedge rst_n)
		if(!rst_n) begin
			BC4 <= 1'b0;
			BC3 <= 1'b0;
			BC2 <= 1'b0;
			BC1 <= 1'b0;
		end
		else begin
			BC1 <= BC;
			BC2 <= BC1;
			BC3 <= BC2;
			BC4 <= BC3;
		end
	always_ff @(posedge clk, negedge rst_n)
		if(!rst_n)
			BC_filtered <= 1'b0;
		else if(BC4 & BC3 & BC2)
			BC_filtered <= 1'b1;
		else if(~(BC4 | BC3 | BC2))
			BC_filtered <= 1'b0;
	always_ff @(posedge clk, negedge rst_n)
		if(!rst_n)
			startCnt <= 22'h0;
		else if(rst_count_start)
			startCnt <= 22'h0;
		else if(count_start)
			startCnt <= startCnt + 1;
	always_ff @(posedge clk, negedge rst_n)
		if(!rst_n)
			sampCnt <= 22'h0;
		else if (rst_samp_cnt)
			sampCnt <= 22'h0;
		else if(count_samp)
			sampCnt <= sampCnt + 1;
	always_ff @(posedge clk, negedge rst_n)
		if(!rst_n)
			count_samp <= 1'b0;
		else if(rst_samp_cnt)
			count_samp <= 1'b0;
		else if(samp_cnt_start)
			count_samp <= 1'b1;
	always_ff @(posedge clk, negedge rst_n)
		if(!rst_n)
			bitCnt <= 4'h0;
		else if(rst_bit_cnt)
			bitCnt <= 4'h0;
		else if(shift)
			bitCnt <= bitCnt + 1;
	always_ff @(posedge clk, negedge rst_n)
		if(!rst_n)
			ID <= 8'h00;
		else if(shift)
			ID <= {ID[6:0],BC};
	always_ff @(posedge clk, negedge rst_n)
		if(!rst_n)
			ID_vld <= 1'b0;
		else if(clr_ID_vld)
			ID_vld <= 1'b0;
		else if(set_ID_vld)
			ID_vld <= 1'b1;
	always_ff @(posedge clk, negedge rst_n)
		if(!rst_n)
			state <= IDLE;
		else
			state <= nxt_state;
	always_comb begin
		nxt_state = IDLE;
		set_ID_vld = 0;
		count_start = 0;
		shift = 0;
		rst_bit_cnt = 0;
		rst_samp_cnt = 0;
		rst_count_start = 0;
		samp_cnt_start = 0;
		case(state)
			IDLE:
				if(~BC_filtered) begin
					count_start = 1;
					nxt_state = STARTED;
				end
			STARTED:
				if(BC_filtered) begin
					count_start = 0;
					nxt_state = RCV;
				end
				else begin
					nxt_state = STARTED;
					count_start = 1;
				end
			default:
				if(bitCnt < 8) begin
					if(~BC4 && BC_filtered)
						samp_cnt_start = 1;
					shift = (sampCnt == startCnt);
					if(shift)
						rst_samp_cnt = 1;
					nxt_state = RCV;
				end
				else begin
					rst_bit_cnt = 1;
					rst_count_start = 1;
					rst_samp_cnt = 1;
					if(ID[7] == 1'b0) begin
						set_ID_vld = 1;
					end
				end
		endcase
	end
endmodule
==> design/flow/run.sh <==
#!/bin/bash
# OpenROAD 26Q1-2900-gdf79404cd8, Yosys 0.63+post, stock flow scripts
make -C /OpenROAD-flow-scripts/flow DESIGN_CONFIG=/design/flow/config.mk WORK_HOME=/design/flow/orfs finish
==> results.yml <==
# implementation run metrics
flow_run:
  warnings: 25
  cap_violations: 0
hold_path:
  hold_depth: 0
  min_from: "BC1$_DFF_PN0_"
  hold_class: "reg2reg"
  min_to: "BC2$_DFF_PN0_"
global_route:
  grt_max_degree: 47
  antenna_found_initial: 0
  grt_pass1_wl_um: 11150
  grtUsageTotal: 0.2087
  grt_remaining_overflow: 0
  first_global_vias: 2213
cts:
  cts_tree: "built"
  root_buffer: "clkbuf_8"
  clk_latency_ps: 340
  htree_levels: 3
  ctsResizeCount: 0
  cts_buffers: 9
  hold_buffers: 0
  post_cts_buffers: 0
  clkSlewWorstSetupHoldPaths_ps: 70
  cts.sinks: 66
  clockBufferDepth: 2
synth:
  top_cell: "dfrtp_1"
  synthCells: 325
  ys_cells: 325
  ys_seq_share: 0.4862
  async_flop_share: 1.000
  synth.largest_area_cell: "dfrtp_1"
  edf_count: 0
  synth_cell_types: 46
  avgSynthCellArea_um2: 10.46
  mappedNetlistArea_mm2: 0.003400
  synth_flops: 66
  netlist.area_leader.share: 0.4785
  ys.warnings.count: 1
  ys_top_cells_by_count: "65 x dfrtp_1, 51 x nor2_1, 39 x xnor2_1, 21 x nand2_1, 19 x xor2_1"
  yosys_area_mm2: 0.003400
  topCellsByArea: "dfrtp_1 48%, xnor2_1 10%, nor2_1 5.6%"
  flop_cell: "dfrtp_1"
timing:
  slew-limit-headroom: 0.5724
  timing.setup.tns_ps: 0
  fin_skew_ps: 8.880
  hold_viol_final: 0
  layout_setup_ws_ps: 4316
  setup_viol: 0
  slew_viol_final: 0
  layout_min_cycle_time_ps: 2584
  period_used_share: 0.3745
  tightestPinTransition_ps: 635.6
  max_freq_ghz: 0.3870
  rsz0062_at_grt: "no"
layout:
  drive_gt1_frac: 0.1327
  areaGrowthSynthToFinish_pct: 11.34
  fill_cells: 545
floorplanning:
  coreArea_mm2: 0.006459
  chip_area_mm2: 0.007133
  die_width_um: 84.46
  fp-row-count: 29
  num_io_pins: 13
  fp_util: 0.5263
  fp.dieH_um: 84.46
route:
  wl_per_cell_um: 15.78
  vias_per_cell: 5.587
  drc: 0
  postRouteWirelength_um: 6565
  vias: 2324
  ant_nets: 0
  drtPass1Iterations: 4
  drtIter0Drc: 109
  diodes: 0
critical_path:
  arrival_ps: 1200
  required_ps: 5520
  path_buffers: 1
  worstSetupStartpointType: "register"
  worstSetupEndpointType: "primary output"
  slowest_delay_ps: 490
  crit_slowest_cell: "clkdlybuf4s50_1"
  r2r-end: "ID[5]$_DFFE_PN0P_"
  reg2regPathDepth: 5
  worstPathCellList: "clkdlybuf4s50_1"
  rrSetupSlack_ps: 4550
  crit_family: "buffers and inverters"
  r2r_start: "sampCnt[0]$_DFFE_PN0P_"
  path_max_fanout: 3
  crit_type: "reg2out"
placement:
  gp_congestion: 0.8287
  io_buffers: 12
  dp_worst_setup_slack_ps: 4531
  dp_hpwl_um: 4571
power:
  p_leak_nw: 1.586
  cellPowerDensity_mw_per_mm2: 215.3
  vdd_drop_max_v: 0.0001869
status:
  outcome: "completed"
flip-flops by register name (all words and copies together) (netlist names), 3 cells and up:
name	cells
startCnt	22
sampCnt	22
state	3
bitCnt	4
ID	8
layout make-up:
cell class | instances | area [um2] | share of cell area
Clock inverter | 6 | 113.9 | 0.03008
Tap cell | 77 | 96.34 | 0.02545
Sequential cell | 66 | 1653 | 0.4367
Inverter | 5 | 18.77 | 0.004959
Timing Repair Buffer | 14 | 130.1 | 0.03438
Multi-Input combinational cell | 238 | 1635 | 0.4321
Clock buffer | 10 | 137.6 | 0.03636
how the worst max path moves through the flow:
stage,start,endpoint,slack [ps],cells after the start
after global routing,ID[2]$_DFFE_PN0P_,ID[2],4270,1
final,ID[2]$_DFFE_PN0P_,ID[2],4320,1
after CTS,ID[2]$_DFFE_PN0P_,ID[2],4300,1
metal layers:
metal / share of wire / up-vias / global-route usage
li1: - / 1137 / -
met1: 0.50 / 1143 / 0.3496
met2: 0.45 / 39 / 0.3085
met3: 0.042 / 5 / 0.04482
met4: 0.0093 / 0 / 0.02157
met5: 0 / - / 0
cells by family after synthesis:
group,synth area share
adder cells (fa/ha/maj),0.01104
AND-OR/OR-AND,0.04343
multiplexers,0.04454
flip-flops,0.4862
buffers and inverters,0.03276
XOR/XNOR,0.1590
AND/OR/NAND/NOR,0.2230
cells in the final DEF, fill, tap and decap left out, types with 3 or more instances in the layout:
cell type | netlist | routed
xor2_1 | 19 | 19
clkdlybuf4s50_1 | 0 | 11
inv_1 | 5 | 5
nand2_1 | 21 | 21
dfrtp_1 | 65 | 65
nor3_1 | 6 | 6
nor4_1 | 7 | 7
nand4_1 | 16 | 16
nand3_1 | 15 | 15
nor2_1 | 51 | 51
mux2_4 | 8 | 8
clkbuf_8 | 0 | 10
o21ai_0 | 5 | 5
and4_1 | 5 | 5
ha_1 | 3 | 3
bufinv_16 | 0 | 3
a21oi_1 | 3 | 3
xnor2_1 | 39 | 39
and3_1 | 4 | 4
worst reg2reg max path: stages, from the launching register on:
cell     delay, ps
dfrtp_1        440
xnor2_1        250
nand4_1        190
nor4_4         450
and3_1         560
mux2_4         340
where the power goes:
group | switching [mW] | total, mW | internal, mW | leakage [nW]
logic | 0.00886 | 0.0183 | 0.00942 | 0.589
clock network | 0.151 | 0.401 | 0.250 | 0.119
registers | 0.00436 | 0.395 | 0.391 | 0.879
per-stage QoR:
step	utilization	power (mW)	hold WS [ps]	area, um2	std cells
2_1_floorplan	-	0.4064	331.2	3400	325
6_report	0.5860	0.8150	361.7	3785	416
3_3_place_gp	0.5471	0.4218	346.6	3533	400
4_1_cts	0.5860	0.8237	364.6	3785	416
3_5_place_dp	0.5471	0.4218	338.8	3533	400
5_1_grt	0.5860	0.8425	367.9	3785	416
Power figures rest on the tool's default switching activity, not on a simulated workload.
